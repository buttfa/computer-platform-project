File: /design/flow/constraint.sdc
current_design top

set clk_period 2.6
set clk_io_pct 0.2

create_clock -name clk0 -period $clk_period [get_ports {clk}]

set non_clock_inputs [all_inputs -no_clocks]
set_input_delay [expr $clk_period * $clk_io_pct] -clock clk0 $non_clock_inputs
set_output_delay [expr $clk_period * $clk_io_pct] -clock clk0 [all_outputs]
File: /design/flow/config.mk
export PLATFORM = sky130hd
export DESIGN_NAME = top
export DESIGN_NICKNAME = top
export VERILOG_FILES = /design/flow/design.v
export SDC_FILE = /design/flow/constraint.sdc
export NUM_CORES = 4
export LEC_CHECK = 1
export CORE_AREA = 10 10 70 70
export DIE_AREA = 0 0 80 80
File: /design/flow/design.v
module top(
  input clk,  
  input rst,  
  output reg [9:0] f
);
  always @(posedge clk) begin
    if (!rst)
      f <= 0;
    else
      f <= f + 1;
  end
endmodule
File: /design/flow/run.sh
#!/bin/bash
# OpenROAD 26Q1-2900-gdf79404cd8, Yosys 0.63+post, stock flow scripts
make -C /OpenROAD-flow-scripts/flow DESIGN_CONFIG=/design/flow/config.mk WORK_HOME=/design/flow/orfs finish
==> impl_metrics.yaml <==
# implementation run metrics
status:
  status: "completed"
clocking:
  cts_max_path_buffers: 2
  cts_hold_buffers: 0
  root_buffer: "clkbuf_4"
  clk_pin_slew_worst_paths_ns: 0.06
  cts_resized: 0
  post-cts-setup-buffer-count: 0
  h-tree-depth: 1
  clk_latency_ns: 0.26
  cts.sink_count: 10
  cts_tree: "yes"
  cts_buffers: 3
power:
  p_leak_nw: 0.192
  power.density_nw_per_um2: 467
  irDropWorstVdd_mv: 0.152
  power.total_mw: 0.282
setup_path:
  crit_fanout: 6
  crit_required_ns: 2.08
  critical_path.top_delay_family: "buffers and inverters"
  worstPathArrival_ns: 1.21
  path_cells: "clkdlybuf4s50_1"
  path_depth: 1
  cp-start-kind: "register"
  crit_path_end_kind: "output port"
  cp_slowest_cell: "clkdlybuf4s50_1"
  reg2regPathDepth: 3
  max_stage_delay_ns: 0.51
  path_buffers: 1
  critPathKind: "register to output port"
place:
  gp_congestion: 0.686
  post-dp-hpwl_um: 813
  io_buffers: 11
global_route:
  grt_overflow_total: 0
  grt_use_met3_pct: 1.59
  gr-usage-all-layers_pct: 3.26
  grt_pass1_vias: 350
  grt_pass1_wl_um: 1690
  busiest_layer: "met2"
  antenna_found_initial: 0
  globalRouteMet1Util_pct: 4.39
  grt.met2_usage_pct: 4.57
  grt_start_max_net_pins: 9
finish:
  reg.largest.list: "f x10"
  largest_register_ffs: 10
  final_core_util_pct: 17.7
  mostFrequentLayoutCells: "clkdlybuf4s50_1 (11), dfxtp_1 (10), nor2_1 (4), nand2_1 (4)"
  drive_above_1_share_pct: 8.47
  syn2layout_area_growth_pct: 45.9
  regMostFlops: "f"
  lay_top_count: "clkdlybuf4s50_1"
  fillers: 389
synth:
  ys_warn_count: 1
  seq_area_frac_synth_pct: 48.3
  synth_cell_types: 20
  topCellsByArea: "dfxtp_1 (48%), o31ai_1 (5.4%), xor2_1 (4.2%), nand3_1 (3.6%), nand2_1 (3.6%)"
  ys_cells: 45
  syn_inst: 45
  ys.flops: 10
  yosys-stat-area_um2: 414
  top_area_share_pct: 48.3
  avgSynthCellArea_um2: 9.20
  syn_area_um2: 414
  top_area_cell: "dfxtp_1"
detailed_routing:
  wl_per_cell_um: 9.54
  first_pass_iters: 3
  via_per_inst: 3.50
  drt_iter0_drc: 5
  post-route-drc-count: 0
  routed_wl_um: 1000
  vias: 367
  antennaDiodeCount: 0
  ant_nets: 0
sta:
  rsz0062_at_grt: "no"
  slew_headroom_pct: 77.6
  tns_ns: 0
  min_period_ns: 1.73
  max_freq_mhz: 579
  finalSetupViolations: 0
  hold_violations: 0
  maxSlewViolCount: 0
  skew_ns: 0.00554
  tightest_slew_ns: 0.333
  period_used_pct: 66.4
floorplan:
  die_h_um: 80
  io_pins: 12
  die_area_um2: 6400
  fp_util_pct: 12.1
  placementRows: 21
  core_area_um2: 3420
  die_w_um: 80
min_path:
  hp-class: "register to register"
  min_path_cells: 2
job:
  warnings: 25
  drv_cap: 0
## Yosys cell counts
cell type and n:
or3_2 1, nand3_2 1, or4_1 1, nand2_1 4, ha_1 1, nand4_1 1
a21oi_1 2, o21ai_0 1, xor2_1 2, o31ai_1 3, mux2i_1 1, nor4_1 1
xnor2_1 1, and2_1 1, inv_1 3, nand2b_1 2, dfxtp_1 10, nor2_1 4
o211ai_1 2, nand3_1 3
## logic make-up after synthesis
| family | count (synthesis) | synth area share [%] |
|---|---|---|
| fa+ha+maj | 1 | 3.02 |
| xor+xnor | 3 | 6.35 |
| flops | 10 | 48.3 |
| simple gates | 19 | 24.5 |
| buf+inv | 3 | 2.72 |
| compound gates | 8 | 12.7 |
| mux | 1 | 2.42 |
## where the power goes
| part | switching [mW] | internal, mW | leakage, nW | total, mW |
|---|---|---|---|---|
| clock network | 0.0473 | 0.0532 | 0.0138 | 0.100 |
| registers | 0.00527 | 0.157 | 0.0812 | 0.162 |
| logic | 0.00773 | 0.0117 | 0.0966 | 0.0194 |
| total | 0.0603 | 0.222 | 0.192 | 0.282 |
## area by class of cell
class	instances	area (µm²)	area share, %
clock buffer	3	22.5	3.73
inverter	3	11.3	1.86
multi-input combinational	32	203	33.5
sequential	10	200	33.1
tap	46	57.6	9.52
timing repair buffer	11	110	18.2
## per-stage QoR
step | setup slack, ns | instance area, µm² | hold slack, ns | cells
final | 0.873 | 604 | 0.470 | 105
after detailed placement | 1.07 | 582 | 0.470 | 102
after floorplan | 1.45 | 414 | 0.430 | 45
after global placement | 1.06 | 582 | 0.460 | 102
after global routing | 0.811 | 604 | 0.509 | 105
after CTS | 0.852 | 604 | 0.479 | 105
## final timing paths
path	from	to	slack, ns
worst max-delay path	f[2]	f[2]	0.87
worst min-delay path	f[9]	f[9]	0.47
worst max register to register	f[2]	f[7]	1.34
worst min register to register	f[9]	f[9]	0.47
## layer usage
metal,up-vias,routed length [µm]
met3,2,58
met2,9,424
met5,-,0
met4,0,14
li1,193,-
met1,163,505
Power and IR drop assume default switching activity.
